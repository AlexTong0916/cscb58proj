==> config.mk <==
export PLATFORM = sky130hd
export DESIGN_NAME = blackjack
export DESIGN_NICKNAME = blackjack
export VERILOG_FILES = /design/flow/design.v
export SDC_FILE = /design/flow/constraint.sdc
export NUM_CORES = 4
export LEC_CHECK = 1
export CORE_UTILIZATION = 30
==> run.sh <==
#!/bin/bash
# OpenROAD 26Q1-2900-gdf79404cd8, Yosys 0.63+post, stock flow scripts
make -C /OpenROAD-flow-scripts/flow DESIGN_CONFIG=/design/flow/config.mk WORK_HOME=/design/flow/orfs finish
==> design.v <==
module blackjack(SW, KEY, CLOCK_50, LEDR, HEX0, HEX1, HEX2, HEX3, HEX4, HEX5, HEX6, HEX7);
    input [17:0] SW;
    input [3:0] KEY;
    input CLOCK_50;
    output [17:0] LEDR;
    output [6:0] HEX0, HEX1, HEX2, HEX3, HEX4, HEX5, HEX6, HEX7;
    wire resetn;
    wire draw;
    wire outcome;
    wire hold;
    wire hold_d;
    wire ld_card_dealer;
    wire ld_card_player;
    wire go;
    wire [3:0] state;
    wire [7:0] money;
    wire [3:0] card;
    wire [7:0] player_total;
    wire [7:0] dealer_total;
    assign resetn = SW[4];
    assign hold = SW[17];
    assign go = SW[5];
    assign LEDR[3:0] = state; 
    hex_display H0(
        .IN(SW[16:13]), 
        .OUT(HEX0)
        );
    hex_display H1(
        .IN(SW[3:0]), 
        .OUT(HEX1)
        );
    hex_display_card H32(
        .IN(money[4:0]), 
        .tens(HEX3),
	.ones(HEX2)
        );
    hex_display_card H45(
        .IN(dealer_total[4:0]), 
        .tens(HEX5),
	.ones(HEX4)
        );
    hex_display_card H67(
        .IN(player_total[4:0]), 
        .tens(HEX7),
	.ones(HEX6)
        );
	draw_card Draw_Card(.in(draw), .card(card), .clock(CLOCK_50));
    control C0(
	.clk(CLOCK_50),
	.resetn(SW[4]),
	.hold(SW[17]),
	.hold_d(hold_d),
	.go(go),
	.draw(draw),
	.state(state),
	.outcome(outcome), 
	.ld_card_dealer(ld_card_dealer),
	.ld_card_player(ld_card_player),
	.win(win),
	.lose(lose)
    );
    datapath D0(
	.clk(CLOCK_50),
	.resetn(SW[4]),
	.go(go),
	.card_in(card),
	.bet(SW[3:0]),
	.ld_card_dealer(ld_card_dealer),
	.ld_card_player(ld_card_player),
	.win(win),
	.lose(lose),
	.money_out(money),
	.outcome(outcome),
	.dealer_total(dealer_total),
	.player_total(player_total),
	.hold_d(hold_d)
    );
endmodule
module control(
    input clk,
    input resetn,
    input hold,
    input hold_d,
    input outcome,
    input go,
    output reg ld_card_dealer,ld_card_player,win,lose,draw,
    output reg [3:0] state
    );
    reg [3:0] current_state, next_state; 
    localparam  DEALER_DRAW_A   = 4'd0,
	   DEALER_TO_PLAYER = 4'd1,
		PLAYER_DRAW_A   = 4'd2,
		PLAYER_DRAW_B   = 4'd3,
		PLAYER_DECIDE = 4'd4,
		PLAYER_DECIDE_WAIT = 4'd5,
                PLAYER_HOLD    = 4'd6,
		DEALER_DRAW_B   = 4'd7,
		DEALER_DECIDE = 4'd8,
		DEALER_DECIDE_WAIT = 4'd9,
                DEALER_HOLD     =4'd10,
					 EVAL		=4'd11,
                WIN       = 4'd12,
                LOSE       = 4'd13,
					 END       = 4'd14,
					 END2      = 4'd15
					 ;
    initial
    begin
    current_state = DEALER_DRAW_A;
    end
    always@(*)
    begin: state_table 
            case (current_state)
               DEALER_DRAW_A: next_state = DEALER_TO_PLAYER;
					DEALER_TO_PLAYER:next_state = PLAYER_DRAW_A;
					PLAYER_DRAW_A: next_state = PLAYER_DRAW_B;
					PLAYER_DRAW_B: next_state = PLAYER_DECIDE;
               PLAYER_DECIDE: next_state = go ? PLAYER_DECIDE_WAIT : PLAYER_DECIDE;
					PLAYER_DECIDE_WAIT: next_state = go ? PLAYER_DECIDE_WAIT : PLAYER_HOLD;
					PLAYER_HOLD: next_state  = hold ? DEALER_DRAW_B: PLAYER_DRAW_B;
					DEALER_DRAW_B: next_state = DEALER_DECIDE;
					DEALER_DECIDE: next_state = go ? DEALER_DECIDE_WAIT : DEALER_DECIDE;
					DEALER_DECIDE_WAIT: next_state = go ? DEALER_DECIDE_WAIT : DEALER_HOLD;
               DEALER_HOLD: next_state =  hold_d ? EVAL : DEALER_DRAW_B;
					EVAL: next_state =  outcome ? WIN : LOSE;
               WIN: next_state = END;
               LOSE: next_state = END;
					END: next_state = END2;
					END2: next_state = DEALER_DRAW_A;
            default:     next_state = PLAYER_DECIDE;
        endcase
    end  
    always @(*)
    begin: enable_signals
        ld_card_player = 1'b0;
        ld_card_dealer = 1'b0;
	win = 1'b0;
	lose = 1'b0;
	draw = 1'b0;
        case (current_state)
            DEALER_DRAW_A: begin
                ld_card_dealer = 1'b1;
		draw = 1'b1;
                end
	    DEALER_DRAW_B: begin
                ld_card_dealer = 1'b1;
		draw = 1'b1;
                end
            PLAYER_DRAW_A: begin
                ld_card_player = 1'b1;
		draw = 1'b1;
                end
	    PLAYER_DRAW_B: begin
                ld_card_player = 1'b1;
		draw = 1'b1;
                end
            WIN: begin
                win = 1'b1;
                end
            LOSE: begin
                lose = 1'b1;
                end
        endcase
		  state <= current_state;
    end  
    always@(posedge clk)
    begin: state_FFs
        if(!resetn)
            current_state <= DEALER_DRAW_A;
        else
            current_state <= next_state;
    end  
endmodule
module datapath(
    input clk,
    input resetn,
    input go,
    input [3:0] card_in,
    input [3:0] bet,
    input ld_card_dealer,ld_card_player,win,lose,
    output reg [7:0] dealer_total,
    output reg [7:0] player_total,
    output reg hold_d,
    output reg [7:0]money_out,
    output reg outcome
    );
    reg [7:0]player_total_temp = 8'b0;
    reg [7:0]dealer_total_temp = 8'b0;
	 reg [7:0]money = 8'd5;
    always @(*)
    begin: Output_logic
	 if(!resetn) 
	 begin
		    outcome = 1'b0;
		    hold_d = 1'b0;
		end
		else
		begin
	    if(player_total > 8'd21)
		outcome = 1'b0;
	    else if(dealer_total_temp > 8'd21)
		outcome = 1'b1;
	    else if(player_total_temp > dealer_total_temp)
		outcome = 1'b1;
	    else
		outcome = 1'b0;
	   if(dealer_total_temp >= player_total_temp || player_total_temp > 8'd21)
		hold_d = 1'b1;
		else
		hold_d = 1'b0;
		if(win)
		begin
			outcome = 1'b0;
			hold_d = 1'b0;
			end
		if(lose)
		begin
			outcome = 1'b0;
			hold_d = 1'b0;
	   end
	    end
    end
    always @(posedge clk)
    begin : Operations
	 if(!resetn) 
	 begin
		    player_total_temp = 8'b0;
		    dealer_total_temp = 8'b0;
		end
	else
	begin
	    if(ld_card_player)
	    begin
		    if(card_in >= 8'd10)
			    player_total_temp = player_total_temp + 8'd10;
		    else
			    player_total_temp = player_total_temp + card_in;
	    end
	    else if(ld_card_dealer)
	    begin
		    if(card_in >= 8'd10)
			    dealer_total_temp = dealer_total_temp + 8'd10;
		    else 
			    dealer_total_temp = dealer_total_temp + card_in;
	    end
	    else if(win)
	   begin
			player_total_temp = 8'b0;
			dealer_total_temp = 8'b0;
			money = money + bet;
	   end
	    else if(lose)
		begin
			player_total_temp = 8'b0;
			dealer_total_temp = 8'b0;
			money = money - bet;
	   end 
	 end
	 player_total = player_total_temp;
	 dealer_total = dealer_total_temp;
	 money_out = money;
	 end
endmodule
module hex_display(IN, OUT);
    input [3:0] IN;
	 output reg [6:0] OUT;
	 always @(*)
	 begin
		case(IN[3:0])
			4'b0000: OUT = 7'b1000000;
			4'b0001: OUT = 7'b1111001;
			4'b0010: OUT = 7'b0100100;
			4'b0011: OUT = 7'b0110000;
			4'b0100: OUT = 7'b0011001;
			4'b0101: OUT = 7'b0010010;
			4'b0110: OUT = 7'b0000010;
			4'b0111: OUT = 7'b1111000;
			4'b1000: OUT = 7'b0000000;
			4'b1001: OUT = 7'b0011000;
			4'b1010: OUT = 7'b0001000;
			4'b1011: OUT = 7'b0000011;
			4'b1100: OUT = 7'b1000110;
			4'b1101: OUT = 7'b0100001;
			4'b1110: OUT = 7'b0000110;
			4'b1111: OUT = 7'b0001110;
			default: OUT = 7'b0111111;
		endcase
	end
endmodule
module hex_display_card(IN, tens, ones);
    input [5:0] IN;
	 output reg [6:0] tens, ones;
	 always @(*)
	 begin
		case(IN[5:0])
			6'b000000: begin
							tens = 7'b1000000;  
							ones = 7'b1000000;  
						end
			6'b000001: begin
							tens = 7'b1000000;  
							ones = 7'b1111001;  
						end
			6'b000010: begin
							tens = 7'b1000000;  
							ones = 7'b0100100;  
						end
			6'b000011: begin
							tens = 7'b1000000;  
							ones = 7'b0110000;  
						end
			6'b000100: begin
							tens = 7'b1000000;  
							ones = 7'b0011001;  
						end
			6'b000101: begin
							tens = 7'b1000000;  
							ones = 7'b0010010;  
						end
			6'b000110: begin
							tens = 7'b1000000;  
							ones = 7'b0000010;  
						end
			6'b000111: begin
							tens = 7'b1000000;  
							ones = 7'b1111000;  
						end
			6'b001000: begin
							tens = 7'b1000000;  
							ones = 7'b0000000;  
						end
			6'b001001: begin
							tens = 7'b1000000;  
							ones = 7'b0011000;  
						end
			6'b001010: begin
							tens = 7'b1111001;  
							ones = 7'b1000000;  
						end
			6'b001011: begin
							tens = 7'b1111001;  
							ones = 7'b1111001;  
						end
			6'b001100: begin
							tens = 7'b1111001;  
							ones = 7'b0100100;  
						end
			6'b001101: begin
							tens = 7'b1111001;  
							ones = 7'b0110000;  
						end
			6'b001110: begin
							tens = 7'b1111001;  
							ones = 7'b0011001;  
						end
			6'b001111: begin
							tens = 7'b1111001;  
							ones = 7'b0010010;  
						end
			6'b010000: begin
							tens = 7'b1111001;  
							ones = 7'b0000010;  
						end
			6'b010001: begin
							tens = 7'b1111001;  
							ones = 7'b1111000;  
						end
			6'b010010: begin
							tens = 7'b1111001;  
							ones = 7'b0000000;  
						end
			6'b010011: begin
							tens = 7'b1111001;  
							ones = 7'b0011000;  
						end
			6'b010100: begin
							tens = 7'b0100100;  
							ones = 7'b1000000;  
						end
			6'b010101: begin
							tens = 7'b0100100;  
							ones = 7'b1111001;  
						end
			6'b010110: begin
							tens = 7'b0100100;  
							ones = 7'b0100100;  
						end
			6'b010111: begin
							tens = 7'b0100100;  
							ones = 7'b0110000;  
						end
			6'b011000: begin
							tens = 7'b0100100;  
							ones = 7'b0011001;  
						end
			6'b011001: begin
							tens = 7'b0100100;  
							ones = 7'b0010010;  
						end
			6'b011010: begin
							tens = 7'b0100100;  
							ones = 7'b0000010;  
						end
			6'b011011: begin
							tens = 7'b0100100;  
							ones = 7'b1111000;  
						end
			6'b011100: begin
							tens = 7'b0100100;  
							ones = 7'b0000000;  
						end
			6'b011101: begin
							tens = 7'b0100100;  
							ones = 7'b0011000;  
						end
			6'b011110: begin
							tens = 7'b0110000;  
							ones = 7'b1000000;  
						end
			6'b011111: begin
							tens = 7'b0110000;  
							ones = 7'b1111001;  
						end
			6'b100000: begin
							tens = 7'b0110000;  
							ones = 7'b0100100;  
						end
			6'b100001: begin
							tens = 7'b0110000;  
							ones = 7'b0110000;  
						end
			6'b100010: begin
							tens = 7'b0110000;  
							ones = 7'b0011001;  
						end
			default: begin
							tens = 7'b0111111;  
							ones = 7'b0111111;  
						end
		endcase
	end
endmodule
module draw_card(in, card, clock);
	input in, clock;
	output reg [3:0] card;
	always @(posedge clock)
	begin
		if(in == 1'b1)
			card <= counterValue;
	end
	wire [3:0] counterValue;
	counterUp counter(.num(counterValue), .clock(clock), .pause(in));
endmodule	
module counterUp(num, clock, pause);
	input pause, clock;
	output reg [3:0] num;
	always @(posedge clock)
	begin
		if (num == 4'b1010)
			num <= 4'b0001;
		else if(pause == 1'b1)
			num <= num + 1'b0;
		else
			num <= num + 1'b1;
	end
endmodule
==> constraint.sdc <==
current_design blackjack

set clk_period 4.7
set clk_io_pct 0.2

create_clock -name clk0 -period $clk_period [get_ports {CLOCK_50}]

set non_clock_inputs [all_inputs -no_clocks]
set_input_delay [expr $clk_period * $clk_io_pct] -clock clk0 $non_clock_inputs
set_output_delay [expr $clk_period * $clk_io_pct] -clock clk0 [all_outputs]
==> flow_summary_export.csv <==
group,metric,value,unit
clocking,cts_buffers,9,
logic_synthesis,ys_ff,76,
clocking,ctsRootBufferMaster,"clkbuf_16",
worst_setup_path,endpoint_kind,"register",
logic_synthesis,ys_async_sr_fraction,0,%
worst_setup_path,startpoint,"SW[1]",
power_and_ir_drop,p_leak,0.00275,uW
layout,finish.instance_area,6490,sq um
logic_synthesis,syn_inst,640,
clocking,path_clk_slew,60,ps
routing,ant_nets,0,
logic_synthesis,synth_top_area_share,26.9,%
routing,first_iter_violations,340,
routing,post_drt_wl_per_cell,13.1,um
final_timing,holdWs,527,ps
logic_synthesis,yosysCellCount,640,
worst_setup_path,r2r_setup_slack,1430,ps
final_timing,setup_violations,0,
global_route,grt_pass1_vias,4306,
die,core-area,17400,sq um
clocking,cts_max_level,3,
die,fp_util,30.9,%
logic_synthesis,synth_cell_type_count,76,
run_status,status,"finished clean",
clocking,cts_tree,"yes",
final_timing,hold_violations,0,
routing,dr.pass1.iters,4,
worst_setup_path,crit_fanout,9,
global_route,track_usage,13.7,%
global_route,antenna_found_initial,0,
placement,io_buffers,68,
worst_setup_path,reg2reg_depth,8,
flow_run,maxCapViolations,0,
layout,fillers,1726,
logic_synthesis,synthesis.area,5370,sq um
final_timing,slew_headroom,44.5,%
routing,n_antenna_cell,0,
worst_setup_path,path_class,"in -> reg",
worst_setup_path,crit_chain,"clkdlybuf4s50_1 -> inv_1 -> fa_1 -> a21oi_1 -> nor2b_1 -> o21ai_0 -> a31oi_1 -> nor2_2 -> clkinv_1 -> mux2i_1 -> o221ai_1",
layout,layout-drive-gt1-share,8.63,%
placement,gp_congestion,0.890,
clocking,clockBufferDepth,2,
hold_path,min_path_type,"reg -> reg",
worst_setup_path,arrival,4100,ps
logic_synthesis,synth_dominant_cell_count,"dfxtp_1",
power_and_ir_drop,vdd_drop_max,0.253,mV
logic_synthesis,ff_type,"dfxtp_1",
logic_synthesis,common_cells,"72 x dfxtp_1, 65 x nor2_1, 56 x ha_1, 49 x nand2_1, 48 x inv_1",
routing,drt_wl_total,12200,um
logic_synthesis,edf_count,4,
final_timing,setup-tns-final,0,ps
worst_setup_path,endpoint,"HEX2[4]",
routing,drc_errors,0,
logic_synthesis,synth.area.top_cells,"dfxtp_1 27%, ha_1 13%, nor2_1 4.5%",
die,io-pin-count,97,
global_route,grt_overflow_total,0,
logic_synthesis,avgSynthCellArea,8.38,sq um
worst_setup_path,critPathMaxStageDelay,650,ps
power_and_ir_drop,power.density,480,nW/um^2
final_timing,rsz0062_at_grt,"no",
final_timing,min_period,3900,ps
clocking,cts_sinks,76,
flow_run,warnings,64,
final_timing,max_slew.worst_pin.slew,827,ps
global_route,grt_max_degree,18,
routing,via_count,4637,
clocking,insertion_delay,330,ps
die,die_y,136,um
die,die-area,18400,sq um
clocking,postCtsSetupBuffers,0,
logic_synthesis,ys_seq_share,29.1,%
routing,drt-vias-per-instance,4.98,
global_route,grt_pass1_wl,20400,um
die,row_count,48,
worst_setup_path,worstReg2RegStart,"Draw_Card.card[1]",
placement,dpl-instance-area,6180,sq um
final_timing,final_max_slew_viol_count,0,
logic_synthesis,yosysTopAreaCell,"dfxtp_1",
final_timing,clock_skew,7.47,ps
worst_setup_path,critical_path_required,4900,ps
die,die_w,136,um
worst_setup_path,slowest_stage,"clkdlybuf4s50_1",
clocking,cts_resized,0,
final_timing,clock.fmax,0.256,GHz
placement,post-dp-hpwl,8980,um
layout,synthToLayoutAreaGrowth,21.0,%
clocking,ctsHoldBuffers,0,
worst_setup_path,worstSetupStartpointType,"input port",
logic_synthesis,ys_chip_area,5370,sq um
worst_setup_path,r2r-end,"HEX6[6]",
final_timing,finalCritPeriodShare,83.0,%
logic_synthesis,ys_warn_count,25,
## cells by family (layout without fill, tap and decap cells)
| family | after synthesis | count (layout) | synth area share [%] |
|---|---|---|---|
| AOI/OAI and AO/OA | 177 | 177 | 22.7 |
| xor gates and xnor gates | 11 | 11 | 2.05 |
| adders and majority gates | 60 | 60 | 14.6 |
| buffers and inverters | 98 | 149 | 9.16 |
| DFF | 76 | 76 | 29.1 |
| muxes | 28 | 28 | 5.57 |
| other | 1 | 17 | 0.0699 |
| and+or+nand+nor | 189 | 189 | 16.8 |
## critical path: cells and delay by family
kind                     cells  cell delay [ps]
AND/OR/NAND/NOR              2              390
adder cells (fa/ha/maj)      1              460
multiplexers                 1              370
AND-OR/OR-AND                4              730
buffers and inverters        3             1190
## flip-flops by register name, indices dropped and copies added (netlist names)
signal                 flops
D0.dealer_total_temp       8
D0.player_total_temp       8
D0.player_total            7
HEX2                       7
HEX4                       7
HEX6                       7
D0.money                   5
HEX3                       5
HEX5                       5
HEX7                       5
C0.current_state           4
Draw_Card.card             4
Draw_Card.counter.num      4
## cell usage in the layout (no fill, tap or decap), types with 8 or more instances in the layout
master and count:
mux2i_1 16, a21oi_1 37, ha_1 56, a21o_1 10
nand3_1 21, dfxtp_1 72, mux2_2 11, o21ai_0 37
nand2_1 49, nor3_1 8, conb_1 17, clkdlybuf4s50_1 68
a211oi_1 11, inv_1 48, buf_4 12, nor2_1 65
o31ai_1 10, clkbuf_16 9
## power breakdown
group	switching (uW)	internal, uW	leakage [uW]
clock network	282	430	0.000150
registers	119	793	0.000628
logic	795	697	0.00197
total	1200	1920	0.00275
## through the flow
stage          instances  setup slack [ps]  power (uW)  utilization (%)
4_1_cts              932               785        3140             37.4
3_3_place_gp         916               507        2410             35.6
2_1_floorplan        656              1500        2000                -
3_5_place_dp         916               500        2410             35.6
6_report             932               801        3120             37.4
5_1_grt              932               610        3370             37.4
## final cells by class
| cell class | instances | area, sq um | share of cell area [%] |
|---|---|---|---|
| clock buffers | 10 | 239 | 3.68 |
| clock inverters | 6 | 70.1 | 1.08 |
| inverters | 53 | 199 | 3.06 |
| multi-input cells | 482 | 3370 | 51.9 |
| flip-flops and latches | 76 | 1560 | 24.0 |
| well taps | 225 | 282 | 4.34 |
| repair buffers | 80 | 771 | 11.9 |
## worst min path at each step
stage,startpoint,end,slack [ps],depth (start not counted)
6_report,Draw_Card.counter.num[3],Draw_Card.card[3],530,0
5_1_grt,Draw_Card.counter.num[3],Draw_Card.card[3],540,0
4_1_cts,Draw_Card.counter.num[3],Draw_Card.card[3],530,0
## metal layers
| metal | up-vias | wire length [um] | GRT usage (%) |
|---|---|---|---|
| met5 | - | 0 | 0 |
| met4 | 0 | 112 | 1.25 |
| met3 | 9 | 639 | 2.98 |
| met2 | 114 | 5450 | 21.5 |
| met1 | 2133 | 5990 | 20.2 |
| li1 | 2381 | - | - |
Power figures rest on the tool's default switching activity, not on a simulated workload.
